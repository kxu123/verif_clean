$ cat /design/flow/design.v
interface cordic_interface (
    input logic clk,
    input logic rst
);
    parameter integer C_S00_AXIS_TDATA_WIDTH    = 32;
    parameter integer C_M00_AXIS_TDATA_WIDTH    = 32;
    logic s00_axis_aclk;
    logic s00_axis_aresetn;
    logic s00_axis_tlast;
    logic s00_axis_tvalid;
    logic [C_S00_AXIS_TDATA_WIDTH-1 : 0] s00_axis_tdata;
    logic [(C_S00_AXIS_TDATA_WIDTH/8)-1: 0] s00_axis_tstrb;
    logic s00_axis_tready;
    logic m00_axis_aclk;
    logic m00_axis_aresetn;
    logic m00_axis_tready;
    logic m00_axis_tvalid;
    logic m00_axis_tlast;
    logic [C_M00_AXIS_TDATA_WIDTH-1 : 0] m00_axis_tdata;
    logic [(C_M00_AXIS_TDATA_WIDTH/8)-1: 0] m00_axis_tstrb;
    assign s00_axis_aclk = clk;
    assign s00_axis_aresetn = rst;
    assign m00_axis_aclk = clk;
    assign m00_axis_aresetn = rst;
endinterface
`default_nettype none
module axi_cordic #
    (
        parameter integer C_S00_AXIS_TDATA_WIDTH    = 32,
        parameter integer C_M00_AXIS_TDATA_WIDTH    = 32
    )
    (
        input wire  s00_axis_aclk, s00_axis_aresetn,
        input wire  s00_axis_tlast, s00_axis_tvalid,
        input wire [C_S00_AXIS_TDATA_WIDTH-1 : 0] s00_axis_tdata,
        input wire [(C_S00_AXIS_TDATA_WIDTH/8)-1: 0] s00_axis_tstrb,
        output logic  s00_axis_tready,
        input wire  m00_axis_aclk, m00_axis_aresetn,
        input wire  m00_axis_tready,
        output logic  m00_axis_tvalid, m00_axis_tlast,
        output logic [C_M00_AXIS_TDATA_WIDTH-1 : 0] m00_axis_tdata,
        output logic [(C_M00_AXIS_TDATA_WIDTH/8)-1: 0] m00_axis_tstrb
    );
    logic q2;
    logic q3;
    logic signed [16:0][15:0] cordic_angles;
    logic m00_axis_tvalid_reg, m00_axis_tlast_reg;
    logic signed [31:0] new_x;
    logic signed [31:0] new_y;
    logic signed [15:0] z;
    logic [4:0] counter;
    assign m00_axis_tvalid = m00_axis_tvalid_reg;
    assign m00_axis_tlast = m00_axis_tlast_reg;
    assign m00_axis_tdata = {z, new_x[15:0]};
    assign m00_axis_tstrb = 4'hF;
    always_ff @(posedge s00_axis_aclk) begin
        if (s00_axis_aresetn == 0) begin
            cordic_angles[0] <= 16'sd8192;
            cordic_angles[1] <= 16'sd4836;
            cordic_angles[2] <= 16'sd2555;
            cordic_angles[3] <= 16'sd1297;
            cordic_angles[4] <= 16'sd651;
            cordic_angles[5] <= 16'sd326;
            cordic_angles[6] <= 16'sd163;
            cordic_angles[7] <= 16'sd81; 
            cordic_angles[8] <= 16'sd41;
            cordic_angles[9] <= 16'sd20;
            cordic_angles[10] <= 16'sd10;
            cordic_angles[11] <= 16'sd5;
            cordic_angles[12] <= 16'sd3;
            cordic_angles[13] <= 16'sd1;
            cordic_angles[14] <= 16'sd1;
            cordic_angles[15] <= 16'sd0;
            cordic_angles[16] <= 16'sd0;
            m00_axis_tvalid_reg <= 0;
            m00_axis_tlast_reg <= 0;
            q2 <= 0;
            q3 <= 0;
            new_x <= 0;
            new_y <= 0;
            z <= 0;
            counter <= 0;
            s00_axis_tready <= 1'b1;
        end else begin
            if (s00_axis_tready && s00_axis_tvalid) begin
                s00_axis_tready <= 1'b0;
                m00_axis_tvalid_reg <= 1'b0;
                counter <= counter + 1'b1;
                if ($signed(s00_axis_tdata[15:0]) < 0) begin
                    new_x <= -$signed(s00_axis_tdata[15:0]);
                end else begin
                    new_x <= s00_axis_tdata[15:0];
                end
                new_y <= $signed(s00_axis_tdata[31:16]);
                z <= 0;
                q2 <= ((s00_axis_tdata[15] == 1'b1) && s00_axis_tdata[31] == 1'b0) ? 1'b1 : 1'b0;
                q3 <= ((s00_axis_tdata[15] == 1'b1) && s00_axis_tdata[31] == 1'b1) ? 1'b1 : 1'b0;
            end else if (counter > 5'd0 && counter < 5'd17) begin
                counter <= counter + 1;
                if (new_y[15] == 0) begin  
                    new_x <= new_x + (new_y >>> (counter-1));
                    new_y <= new_y - (new_x >>> (counter-1));
                    z <= z - cordic_angles[counter-1];
                end else begin
                    new_x <= new_x - (new_y >>> (counter-1));
                    new_y <= new_y + (new_x >>> (counter-1));
                    z <= z + cordic_angles[counter-1];
                end
            end else if (counter == 5'd17) begin
                m00_axis_tvalid_reg <= 1'b1;
                counter <= counter + 1;
                new_x <= (new_x * 39796) >>> 16;
                if (q2) begin
                    z <= z - 16'h8000;
                end else if (q3) begin
                    z <= z + 16'h8000;
                end
            end else if (m00_axis_tvalid_reg && m00_axis_tready) begin
                m00_axis_tvalid_reg <= 1'b0;
                counter <= 5'd0;
                s00_axis_tready <= 1'b1;
            end 
            m00_axis_tlast_reg <= s00_axis_tlast;
        end
    end
endmodule
`default_nettype wire
$ cat /design/flow/run.sh
#!/bin/bash
# OpenROAD 26Q1-2900-gdf79404cd8, Yosys 0.63+post, stock flow scripts
make -C /OpenROAD-flow-scripts/flow DESIGN_CONFIG=/design/flow/config.mk WORK_HOME=/design/flow/orfs finish
$ cat /design/flow/config.mk
export PLATFORM = sky130hd
export DESIGN_NAME = axi_cordic
export DESIGN_NICKNAME = axi_cordic
export VERILOG_FILES = /design/flow/design.v
export SDC_FILE = /design/flow/constraint.sdc
export NUM_CORES = 4
export LEC_CHECK = 1
export CORE_UTILIZATION = 40
$ cat /design/flow/constraint.sdc
current_design axi_cordic

set clk_period 21.0
set clk_io_pct 0.2

create_clock -name clk0 -period $clk_period [get_ports {s00_axis_aclk}]

set non_clock_inputs [all_inputs -no_clocks]
set_input_delay [expr $clk_period * $clk_io_pct] -clock clk0 $non_clock_inputs
set_output_delay [expr $clk_period * $clk_io_pct] -clock clk0 [all_outputs]
==> summary.log <==
qor: timing.final.period_utilization 43.0%
qor: cts.clock_buffer_count_from_cts 9
qor: synth.ys_cells 2739
qor: synth.enable_flop_cells 0
qor: synth.cell_taking_the_most_area_after_synthesis sky130_fd_sc_hd__fa_1
qor: worst_setup_path.critical_path.max_fanout 62
qor: synth.yosysChipArea 20500 sq um
qor: final_layout.layout.cell_area.non_filler 22200 sq um
qor: synth.flop_cell sky130_fd_sc_hd__dfxtp_1
qor: synth.async_reset_ff_share 0%
qor: drt.route.detailed.vias_per_inst 5.95
qor: min_path.holdPathStages 2
qor: worst_setup_path.timing.critical_path.slowest_cell_delay 1.00 ns
qor: global_routing.grt_first_pass_wirelength 114 mm
qor: cts.quantity_of_gates_resized_following_cts 0
qor: run.cap_viol_max_count 0
qor: min_path.hold-path-endpoint q2
qor: drt.detail_route.first_pass.iterations 6
qor: timing.totalNegativeSetupSlack 0 ns
qor: global_routing.gr-total-overflow 0
qor: timing.max-slew-margin-rel 20.0%
qor: global_routing.grt_antenna_before_repair 3
qor: final_layout.post_route_cells_drive_above_1_share 6.10%
qor: synth.syn-mean-instance-area 7.48 sq um
qor: worst_setup_path.timing.critical_path.slowest_stage_cell sky130_fd_sc_hd__o41ai_1
qor: drt.wl_per_cell 21.7 um
qor: cts.clockBufferDepth 2
qor: synth.simple_gate_portion_of_the_synthesized_area 17.0%
qor: worst_setup_path.timing.critical_path.buf_inv 4
qor: synth.yosys.cell_types.count 104
qor: drt.detail_route.wirelength 73.5 mm
qor: place.detailed_place_hpwl 56.8 mm
qor: cts.hold_buffers 0
qor: run.number_of_logged_tool_warnings 34
qor: global_routing.number_of_global_route_vias_before_repair 18900
qor: timing.achievable-frequency 0.111 GHz
qor: worst_setup_path.path_delay_family AND-OR/OR-AND gates
qor: min_path.holdCritPathClass reg2reg
qor: die.vertical_die_size 228 um
qor: place.place.detailed.instances 3379
qor: worst_setup_path.data_arrival_time_of_the_critical_path 9.29 ns
qor: timing.setup-violations-final 0
qor: synth.ys_sh_xor 7.18%
qor: worst_setup_path.crit-reg2reg-capture new_x[30]
qor: global_routing.maximum_number_of_pins_on_one_net_before_global_route_repair 79
qor: synth.yosysTopAreaCellShare 14.1%
qor: synth.synth-seq-area-share 8.80%
qor: cts.ctsHtreeMaxLevel 3
qor: synth.number_of_register_bits_inferred_by_synthesis 90
qor: synth.synthTopLogicFamily AND-OR/OR-AND gates
qor: die.die_w 228 um
qor: cts.tritoncts yes
qor: timing.rsz0062_at_grt no
qor: worst_setup_path.reg2reg_from counter[0]
qor: run_status.outcome completed
qor: die.coreArea 50400 sq um
qor: global_routing.groute.usage.overall 29.1%
qor: synth.synth.mux.area_fraction 2.85%
qor: die.std_cell_rows 82
qor: die.boundaryPins 82
qor: timing.finalCriticalPeriod 9.02 ns
qor: synth.synth.top_cells.by_area sky130_fd_sc_hd__fa_1, sky130_fd_sc_hd__ha_1, sky130_fd_sc_hd__dfxtp_1
qor: timing.timing_max_transition_violations_final 0
qor: cts.cts_sinks 90
qor: timing.report.final.hold_viol_count 0
qor: drt.routed-via-count 20200
qor: final_layout.final_core_util 44.0%
qor: place.place.gp.congestion 1.04
qor: worst_setup_path.path_class reg2reg
qor: drt.drc 0
qor: drt.postRouteAntennaNets 0
qor: timing.final.setup_skew 0.00915 ns
qor: final_layout.synthToLayoutAreaGrowth 8.26%
qor: die.fp-utilization 40.7%
qor: synth.synth_area 20500 sq um
qor: cts.clkLatencyLatePin 0.41 ns
qor: worst_setup_path.end_kind flip-flop
qor: synth.synthAdderAreaFrac 26.2%
qor: final_layout.layout.cells.non_filler 3395
qor: timing.worst_slew_pin_slew 1.18 ns
qor: drt.initialDrtViolationCount 1850
qor: final_layout.largestRegisters new_x x32, new_y x32, z x16
qor: place.post_dp_cell_area 21800 sq um
qor: die.overall_chip_area 52100 sq um
qor: synth.syn_inst 2739
qor: worst_setup_path.kind_of_start_point_of_the_critical_path flip-flop
qor: synth.ys_sh_aoi 28.2%
qor: cts.cts_setup_buffers 0
qor: worst_setup_path.timing.reg2reg.setup_slack 11.98 ns
qor: worst_setup_path.critPathRequiredTime 21.27 ns
qor: worst_setup_path.critical_path.startpoint counter[0]
qor: drt.antenna-diode-count 0
qor: cts.clk_pin_slew_worst_paths 0.07 ns
qor: min_path.holdCritStartpoint q2
qor: synth.ys_warnings 1
qor: worst_setup_path.reg2reg_depth 28
qor: cts.cts_root_buf sky130_fd_sc_hd__clkbuf_16
qor: place.placement.io_buffers 71
==> worst max-delay path by stage <==
stage	end	slack, ns	cells after the start
6_report	new_x[30]	11.98	28
5_1_grt	new_x[30]	11.42	26
4_1_cts	new_x[30]	12.25	26
==> cells by family (layout without fill, tap and decap cells) <==
family / after synthesis / after routing
other: 1 / 4
AND/OR/NAND/NOR: 741 / 741
multiplexers: 53 / 53
buffers and inverters: 490 / 471
flip-flops: 90 / 90
AND-OR/OR-AND: 854 / 854
adder cells (fa/ha/maj): 342 / 342
XOR/XNOR: 168 / 168
==> layout by cell type, fill, tap and decap left out, drive strengths merged, types with 14 or more instances in the layout <==
cell type / instances
nor2: 198
nand2b: 41
a211oi: 46
clkdlybuf4s50: 71
nand3: 54
o311ai: 19
a21o: 44
o211ai: 42
mux2i: 37
ha: 198
nor3: 51
nor2b: 24
and2: 32
o21ai: 161
a31oi: 47
fa: 144
a311oi: 20
o21a: 28
xnor2: 92
o31ai: 28
xor2: 76
a21oi: 228
buf: 67
or3: 14
inv: 315
a221oi: 16
nand2: 250
dfxtp: 90
==> per-layer routing <==
metal | GRT usage [%] | routed length [um] | part of all wire [%] | up-vias
li1 | - | - | - | 9617
met3 | 6.52 | 6310 | 8.6 | 120
met5 | 0 | 33 | 0.045 | -
met1 | 44.4 | 33700 | 46 | 9636
met4 | 6.75 | 2080 | 2.8 | 4
met2 | 42.4 | 31400 | 43 | 826
==> synth_stat cells (11+ instances only) <==
cell                       number
sky130_fd_sc_hd__a211o_1       11
sky130_fd_sc_hd__a211oi_1      45
sky130_fd_sc_hd__a21o_1        44
sky130_fd_sc_hd__a21oi_1      226
sky130_fd_sc_hd__a221oi_1      14
sky130_fd_sc_hd__a22oi_1       11
sky130_fd_sc_hd__a311oi_1      19
sky130_fd_sc_hd__a31oi_1       44
sky130_fd_sc_hd__and2_1        30
sky130_fd_sc_hd__buf_1         25
sky130_fd_sc_hd__buf_2         24
sky130_fd_sc_hd__buf_4         20
sky130_fd_sc_hd__clkbuf_1      97
sky130_fd_sc_hd__dfxtp_1       90
sky130_fd_sc_hd__fa_1         144
sky130_fd_sc_hd__ha_1         198
sky130_fd_sc_hd__inv_1        315
sky130_fd_sc_hd__mux2_2        13
sky130_fd_sc_hd__mux2i_1       37
sky130_fd_sc_hd__nand2_1      249
sky130_fd_sc_hd__nand2b_1      41
sky130_fd_sc_hd__nand3_1       54
sky130_fd_sc_hd__nand4_1       11
sky130_fd_sc_hd__nor2_1       197
sky130_fd_sc_hd__nor2b_1       24
sky130_fd_sc_hd__nor3_1        49
sky130_fd_sc_hd__nor4_1        11
sky130_fd_sc_hd__o211ai_1      41
sky130_fd_sc_hd__o21a_1        28
sky130_fd_sc_hd__o21ai_0      155
sky130_fd_sc_hd__o21bai_1      11
sky130_fd_sc_hd__o311ai_0      18
sky130_fd_sc_hd__o31a_1        13
sky130_fd_sc_hd__o31ai_1       27
sky130_fd_sc_hd__or2_2         13
sky130_fd_sc_hd__or3_1         14
sky130_fd_sc_hd__xnor2_1       92
sky130_fd_sc_hd__xor2_1        76
==> cell type report <==
class,count,area (sq um)
fillers,4985,28200
repair buffers,138,1210
clock inverters,5,100
inverters,317,1190
clock buffers,11,253
multi-input cells,2162,16800
flip-flops and latches,90,1810
well taps,672,841
==> metrics by stage <==
step                worst slack, ns  hold slack, ns
floorplan                     13.51           0.432
finish                        11.98           0.463
CTS                           12.25           0.463
global placement              12.33           0.440
global route                  11.42           0.491
detailed placement            12.28           0.453
==> worst register-to-register path: cells and delay by family, from the launching register on <==
family	cells	cell delay, ns
adders and majority gates	2	1.12
AOI/OAI and AO/OA	14	4.53
xor gates and xnor gates	2	0.30
DFF	1	0.53
and+or+nand+nor	6	1.22
buffers and inverters	4	1.20
